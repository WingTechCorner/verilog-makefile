`flow/design.v`:
```
`timescale 10ns/1ps
module hello(clk,out);
   output [7:0] out;
   input clk;
   reg out=0;
   always @(posedge clk)
     out <= out + 1;
endmodule
```
`flow/run.sh`:
```
#!/bin/bash
# OpenROAD 26Q1-2900-gdf79404cd8, Yosys 0.63+post, stock flow scripts
make -C /OpenROAD-flow-scripts/flow DESIGN_CONFIG=/design/flow/config.mk WORK_HOME=/design/flow/orfs finish
```
`flow/config.mk`:
```
export PLATFORM = sky130hd
export DESIGN_NAME = hello
export DESIGN_NICKNAME = hello
export VERILOG_FILES = /design/flow/design.v
export SDC_FILE = /design/flow/constraint.sdc
export NUM_CORES = 4
export LEC_CHECK = 1
export CORE_AREA = 10 10 70 70
export DIE_AREA = 0 0 80 80
```
`flow/constraint.sdc`:
```
current_design hello

set clk_period 1.6
set clk_io_pct 0.2

create_clock -name clk0 -period $clk_period [get_ports {clk}]

set non_clock_inputs [all_inputs -no_clocks]
set_input_delay [expr $clk_period * $clk_io_pct] -clock clk0 $non_clock_inputs
set_output_delay [expr $clk_period * $clk_io_pct] -clock clk0 [all_outputs]
```
==> Changelog: implementation <==
### Changed

- Worst reg2reg setup slack: 600 ps
- Syn avg cell area: approximately 12 µm²
- Flops out of synthesis: 8
- Final Core Density: 12.78%
- Maximum fanout along the worst path: 5
- Post-CTS sizing: 0
- Peak VDD IR: between 300 and 400 µV
- Worst hold start: out[0]$_DFF_P_
- Final Wtd Congestion: around 0.77
- Top reg by flops: out
- Setup WS post-layout: 103.5 ps
- Chip area: 6400 µm²
- Root buffer cell: clkbuf_4
- Late-Pin Clk Latency: 250 ps
- CP required: around 1300 ps
- CTS tree: built
- ANT nets after route: 0
- Worst-path cell chain: clkdlybuf4s50_1
- Grt total ovfl: 0
- R2R cell count: 3
- Slowest CP cell: clkdlybuf4s50_1
- WHS Path Cells: 1
- Worst Skew: 1.086 ps
- Relative slew slack: approximately 86%
- Final period util: 93.53%
- Rows: 21
- Reg clk slew, reported paths: 50 ps
- ANT cells: 0
- R2r endpoint: out[6]$_DFF_P_
- Die height: around 80 µm
- Yosys stat area: 276.5 µm²
- Top delay family on crit path: buffers and inverters
- Initial DRC Count: 7
- Setup Crit Path Kind: register to primary output
- DR WL/cell: 7.420 µm
- CP Capture Type: primary output
- Ports: 9
- PwrDens: ~800 nW/µm²
- Hold-fix buffers at CTS: 0
- Share of cells above drive strength 1: between 10 and 15%
- Clock sinks: 8
- Critical path buffers and inverters: 1
- Initial antenna violation count: 0
- Chip Width: 80 µm
- Pwr Total: 0.0003506 W
- HPWL after detailed placement: 454 µm
- Vias in the first global route: 197
- Vias: 202
- Tool warnings: 25
- Distinct lib cells: 11
- Leakage: 0.1558 nW
- Routed vias/inst: 2.494
- Register share after synthesis: 57.92%
- Crit path time final: 1496 ps
- WP data arrival: 1180 ps
- Drt total wl: 601 µm
- Detailed Routing Iterations Pass 1: 4
- Final Slew Violations: 0
- Pre-CTS WS: 382.7 ps
- Area growth, synth to finish: 57.92%
- Hold WC Path Type: register to register
- # Cells Yosys: 24
- Worst Max-Slew Pin Slew: about 200 ps
- Total of max-cap violations: 0
- Unrepaired setup endpoints after global routing: false
- First-pass GRT wire length: just over 1 mm
- Fp util: 8.095%
- Setup_tns: 0 ps
- Max FFs per register: 8
- YS warnings: 1
- Synthesized instance count: 24
- Worst r2r src: out[0]$_DFF_P_
- Htree depth: 1
- Residual DRC: 0
- Number of CTS-inserted buffers: 3
- Critical Path Max Stage Delay: 510 ps
- Largest net degree at the start of global routing: 6
- Status: completed
- Endpoints failing setup: 0
- Total GRT Usage: approximately 2.1%
- Worst Setup Start Kind: register
- CTS Buffer Depth: 2
- WHS Endpoint: out[0]$_DFF_P_
- Hold Vio Cnt, Final: 0
- Max frequency: 0.6682 GHz
- Setup Fix Bufs, Post-CTS: 0
- Regs by FF count: out x8
- Core ar.: 3416 µm²
- Port-buffer cells: 8
- Synthesized area: ~280 µm²
layout make-up:
cell class                      count  area, µm²
Tap cell                           46      57.56
Timing Repair Buffer                8      80.08
Multi-Input combinational cell     15      112.6
Clock buffer                        3      22.52
Fill cell                         399       2979
Inverter                            1      3.754
Sequential cell                     8      160.2
metrics by stage:
stage	cell area [µm²]	hold WS, ps	std cells
2_1_floorplan	276.5	381.9	24
3_3_place_gp	414.1	408.0	78
3_5_place_dp	414.1	413.3	78
4_1_cts	436.7	426.4	81
5_1_grt	436.7	462.6	81
6_report	436.7	429.9	81
worst max-delay path by stage:
stage	startpoint	to	slack, ps	depth (start not counted)
4_1_cts	out[2]$_DFF_P_	out[2]	90	1
5_1_grt	out[3]$_DFF_P_	out[3]	20	1
6_report	out[2]$_DFF_P_	out[2]	100	1
kinds of logic after synthesis:
kind of cell	synth area share, %
buf+inv	1.356
flops	57.92
simple gates	17.20
xor+xnor	19.01
fa+ha+maj	4.524
report_power, final:
part	switching, W	internal [W]
Clock	0.0000656	0.0000856
Sequential	0	0.000199
Combinational	0	0
Yosys cell counts, drive strengths merged:
cell	count	area (µm²)
and3	1	6.260
dfxtp	8	160.2
ha	1	12.51
inv	1	3.750
nand2	2	7.510
nand3	3	20.02
nor2	1	3.750
nor3	1	10.01
xnor2	3	26.28
xor2	3	26.28
cell usage in the layout, fill, tap and decap left out:
cell type	n
nor2_1	1
clkbuf_4	3
and3_1	1
xnor2_1	3
clkdlybuf4s50_1	8
xor2_1	3
nand3_1	2
nand3_2	1
ha_1	1
inv_1	1
nor3_2	1
dfxtp_1	8
nand2_1	2
per-layer routing:
| metal | wire [µm] | vias to the layer above | global-route usage (%) |
|---|---|---|---|
| met5 | 0 | - | 0 |
| met4 | 0 | 0 | 0.1761 |
| met2 | 160 | 12 | 1.926 |
| li1 | - | 100 | - |
| met3 | 105 | 0 | 2.273 |
| met1 | 334 | 90 | 3.014 |
Power figures rest on the tool's default switching activity, not on a simulated workload.
